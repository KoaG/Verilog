`/design/flow/design.v`:
```
module dff #(parameter WIDTH=1)(
    input clr,clk,
    input [WIDTH-1:0]d,
    output reg [WIDTH-1:0]q
    );
always @(posedge clk, negedge clr) begin
    if(!clr)
        q <= {WIDTH{1'b0}};
    else
        q <= d;
end
endmodule 
module fir_filter #(parameter DATA_WIDTH = 16)(
    input signed [DATA_WIDTH-1:0]xn,
    input clk,rst,start,
    output signed [2*DATA_WIDTH+1:0]yn
);
parameter TAPS = 11;
reg [DATA_WIDTH-1:0]b[0:(TAPS-1)/2];
initial begin
    b[0] =  1;
    b[1] =  2;
    b[2] =  3;
    b[3] =  4;
    b[4] =  5;
    b[5] =  6;  
end
wire [DATA_WIDTH-1:0]Xin[0:TAPS-1];
assign Xin[0] = xn;
    genvar i0;
    dff #(DATA_WIDTH) T1_0(.d(Xin[0]),.clk(clk),.clr(rst),.q(Xin[1]));
    for ( i0=1 ; i0<TAPS-1 ; i0=i0+1 ) begin:T1
        dff #(DATA_WIDTH) d0(.d(Xin[i0]),.clk(clk),.clr(rst),.q(Xin[i0+1]));
    end
wire [DATA_WIDTH:0]ADD_X[0:(TAPS-1)/2];
wire [DATA_WIDTH:0]reg_ADD_X[0:(TAPS-1)/2];
    genvar i;
    for ( i=0 ; i<((TAPS+1)/2)-1 ; i=i+1 ) begin:A0
        assign ADD_X[i] = Xin[i] + Xin[TAPS-1-i];
        dff #(DATA_WIDTH) d1(.d(ADD_X[i]),.clk(clk),.clr(rst),.q(reg_ADD_X[i]));
    end
    assign ADD_X[5] = Xin[5];
    dff #(DATA_WIDTH) A0_d1(.d(ADD_X[5]),.clk(clk),.clr(rst),.q(reg_ADD_X[5]));
wire [2*DATA_WIDTH+1:0]MULT_XB[0:(TAPS-1)/1];
wire [2*DATA_WIDTH+1:0]reg_MULT_XB[0:(TAPS-1)/1];
    genvar j;
    for ( j=0 ; j<(TAPS+1)/2 ; j=j+1 ) begin:M1
        assign MULT_XB[j] = reg_ADD_X[j]*b[j];
        dff #(2*DATA_WIDTH+2) d2(.d(MULT_XB[j]),.clk(clk),.clr(rst),.q(reg_MULT_XB[j]));
    end
wire [2*DATA_WIDTH+1:0]ADD_Y[0:(TAPS-1)/4];
wire [2*DATA_WIDTH+1:0]reg_ADD_Y[0:(TAPS-1)/4];
    genvar k;
    for ( k=0 ; k<(TAPS+1)/4 ; k=k+1 ) begin:A1
        assign ADD_Y[k] = reg_MULT_XB[2*k] + reg_MULT_XB[2*k+1];
        dff #(2*DATA_WIDTH+2) d3(.d(ADD_Y[k]),.clk(clk),.clr(rst),.q(reg_ADD_Y[k]));
    end
assign yn = reg_ADD_Y[0] + reg_ADD_Y[1] + reg_ADD_Y[2];
endmodule
```
`/design/flow/run.sh`:
```
#!/bin/bash
# OpenROAD 26Q1-2900-gdf79404cd8, Yosys 0.63+post, stock flow scripts
make -C /OpenROAD-flow-scripts/flow DESIGN_CONFIG=/design/flow/config.mk WORK_HOME=/design/flow/orfs finish
```
`/design/flow/config.mk`:
```
export PLATFORM = sky130hd
export DESIGN_NAME = fir_filter
export DESIGN_NICKNAME = fir_filter
export VERILOG_FILES = /design/flow/design.v
export SDC_FILE = /design/flow/constraint.sdc
export NUM_CORES = 4
export LEC_CHECK = 1
export CORE_UTILIZATION = 50
```
`/design/flow/constraint.sdc`:
```
current_design fir_filter

set clk_period 12.0
set clk_io_pct 0.2

create_clock -name clk0 -period $clk_period [get_ports {clk}]

set non_clock_inputs [all_inputs -no_clocks]
set_input_delay [expr $clk_period * $clk_io_pct] -clock clk0 $non_clock_inputs
set_output_delay [expr $clk_period * $clk_io_pct] -clock clk0 [all_outputs]
```
==> results.sh <==
# physical design summary
export IMPL_grt_most_used_layer="met2"
export IMPL_grt_total_usage=0.205
export IMPL_top_area_frac=0.496
export IMPL_clk_path_buf_depth=3
export IMPL_antenna_found_initial=1
export IMPL_drt_vias_per_instance=5.41
export IMPL_synthArstFlopShare=1.00
export IMPL_routed_wl_mm=38.3
export IMPL_setup_violations=0
export IMPL_most_common_cell="dfrtp_1"
export IMPL_cts_root_buffer_cell="clkbuf_16"
export IMPL_io_pins=53
export IMPL_cts_repair_resize_count=0
export IMPL_cts_max_level=2
export IMPL_finalWeightedCongestion=0.927
export IMPL_first_pass_detailed_route_iteration_total=5
export IMPL_critical_path_arrival_ns=3.99
export IMPL_clock_pin_slew_of_the_registers_on_the_worst_case_setup_and_hold_paths_ns=0.06
export IMPL_synth_seq_area_share=0.496
export IMPL_syn_area_per_cell_um2=12.0
export IMPL_fmax_mhz=156
export IMPL_buffer_ports_inserted=39
export IMPL_slew_viol_final=0
export IMPL_openroad_warning_count=31
export IMPL_number_of_clock_buffers_inserted_by_tritoncts=43
export IMPL_die_w_um=204
export IMPL_globalRouteOverflowTotal=0
export IMPL_criticalPathCategory="flop to output port"
export IMPL_relSlewSlack=0.443
export IMPL_clock_latency_on_the_worst_skew_pair_ns=0.54
export IMPL_synth_area_top_cells="dfrtp_1 (50%), ha_1 (18%), xnor2_1 (4.4%), a21oi_1 (3.3%), fa_1 (3.0%)"
export IMPL_dpl_hpwl_mm=29.3
export IMPL_synth_flop_count=403
export IMPL_ys_top_cells_by_count="dfrtp_1 (403), ha_1 (290), a21oi_1 (134)"
export IMPL_tritoncts="done"
export IMPL_synth_cells_yosys=1698
export IMPL_post_placement_worst_setup_slack_ns=6.12
export IMPL_maxCapViolations=0
export IMPL_flip_flop_cell_with_the_highest_count_after_synthesis="dfrtp_1"
export IMPL_stdcell_area_um2=22800
export IMPL_antenna_violating_nets_remaining=0
export IMPL_floorplanUtilization=0.509
export IMPL_power_per_cell_area_nw_per_um2=281
export IMPL_fin_crit_sh=0.533
export IMPL_worstSetupEndpointType="output port"
export IMPL_die_height_um=204
export IMPL_min_path_type="flop to flop"
export IMPL_postSynthCellCount=1698
export IMPL_core_region_um2=39900
export IMPL_setup_repair_after_global_routing_missed_its_margin="false"
export IMPL_post_cts_repair_setup_buffers=0
export IMPL_critPathRequiredTime_ns=9.60
export IMPL_timing_worst_slew_pin_value_ns=0.829
export IMPL_yosys_stat_chipArea_um2=20300
export IMPL_drc_errors=0
export IMPL_synth_warnings=3
export IMPL_gr_usage_met3=0.0469
export IMPL_clock_sinks=403
export IMPL_drt_iter0_drcs=665
export IMPL_crit_path_start_kind="flop"
export IMPL_hold_ws_ns=0.339
export IMPL_synth_area_um2=20300
export IMPL_gr_usage_met2=0.322
export IMPL_ir_worst_vdd_mv=0.182
export IMPL_clock_skew_ns=0.0144
export IMPL_syn_to_final_growth_pct=12.0
export IMPL_setup_tns_final_ns=0
export IMPL_die_area_um2=41400
export IMPL_holdBufCountCts=0
export IMPL_run_status="complete, no violations"
export IMPL_grt_pass1_wl_mm=62.6
export IMPL_report_final_hold_viol_count=0
export IMPL_worst_path_max_fanout=4
export IMPL_post_route_cells_drive_above_1_share=0.0519
export IMPL_worst_slack_ns=5.61
export IMPL_largest_area_cell="dfrtp_1"
export IMPL_via_count_of_the_first_global_routing_pass=12700
export IMPL_synth_edff_count=0
export IMPL_final_min_clock_period_ns=6.39
export IMPL_grt_max_degree=118
export IMPL_avgRoutedWirePerCell_um=16.4
export IMPL_rows=73
export IMPL_num_vias=12600
export IMPL_power_leakage_nw=10.8
export IMPL_setup_reg_to_reg_worst_slack_ns=8.21
export IMPL_grtUsageMet1=0.304
export IMPL_place_area_um2=21400
export IMPL_antennaDiodeCount=0
export IMPL_synthDistinctLibCells=66
-- cells in the final DEF, fill, tap and decap left out, types with 9 or more instances in the layout --
cell type / n
a211o_1: 11
a211oi_1: 12
a21o_1: 61
a21oi_1: 134
a31oi_1: 18
and3_1: 13
clkbuf_16: 43
clkdlybuf4s50_1: 38
clkinv_2: 11
conb_1: 12
dfrtp_1: 403
fa_1: 30
ha_1: 290
inv_1: 75
nand2_1: 58
nand2b_1: 12
nand3_1: 24
nand4_1: 12
nor2_1: 99
nor2b_1: 32
nor3_1: 33
o211ai_1: 9
o21a_1: 23
o21ai_0: 60
o21bai_1: 18
xnor2_1: 103
xor2_1: 42
-- logic make-up after synthesis --
family / count (synthesis) / share of synthesized area
flip-flops: 403 / 0.496
AND/OR/NAND/NOR: 317 / 0.0762
adder cells (fa/ha/maj): 320 / 0.208
other: 1 / 0.000185
multiplexers: 3 / 0.00148
AND-OR/OR-AND: 416 / 0.136
buffers and inverters: 93 / 0.0194
XOR/XNOR: 145 / 0.0625
-- critical path, stage by stage (launching register included) --
cell	delay [ns]
dfrtp_1	0.39
fa_1	0.47
ha_1	0.22
inv_1	0.07
fa_1	0.25
nor2b_4	0.06
o31a_1	0.30
o41ai_4	0.34
o31ai_2	0.14
a211o_2	0.35
a211o_1	0.30
a21o_1	0.17
clkdlybuf4s50_1	0.39
-- per-stage QoR --
step	total power, mW	cells	util
floorplan	3.97	1709	-
global placement	5.10	2261	0.535
detailed placement	5.13	2261	0.535
CTS	6.47	2336	0.570
global route	6.93	2336	0.570
finish	6.39	2336	0.570
-- final cells by class --
| type | count | area, µm² |
|---|---|---|
| clock inverters | 21 | 223 |
| clock buffers | 54 | 1180 |
| multi-input cells | 1213 | 9880 |
| fillers | 3144 | 17200 |
| flip-flops and latches | 403 | 10100 |
| inverters | 75 | 282 |
| well taps | 525 | 657 |
| repair buffers | 45 | 453 |
-- registers in the layout (all words and copies together), names as in the netlist --
name,count
T1.d0.q,143
M1.d2.q,105
A0.d1.q,80
A1.d3.q,59
T1_0.q,16
-- power breakdown --
| part | leakage [nW] | switching (mW) | internal (mW) |
|---|---|---|---|
| logic | 5.43 | 1.61 | 1.69 |
| clock network | 0.688 | 0.517 | 0.780 |
| registers | 4.70 | 0.129 | 1.66 |
-- final timing paths --
| check | cells past startpoint | end | from |
|---|---|---|---|
| hold / removal | 0 | M1[3].d2.q[7] | A0[3].d1.q[5] |
| max in group asynchronous | 3 | T1[7].d0.q[7] | rst |
| hold reg to reg | 0 | M1[3].d2.q[7] | A0[3].d1.q[5] |
| setup / recovery | 12 | yn[21] | A1[0].d3.q[1] |
| min in group asynchronous | 1 | T1[9].d0.q[2] | rst |
| setup reg to reg | 12 | M1[5].d2.q[19] | T1[5].d0.q[3] |
-- routing by layer --
metal / vias up / part of all wire
met3: 73 / 0.057
li1: 6256 / -
met1: 6053 / 0.45
met4: 0 / 0.031
met2: 255 / 0.47
met5: - / 0
Power and IR drop assume default switching activity.
