### flow/config.mk
export PLATFORM = sky130hd
export DESIGN_NAME = filter
export DESIGN_NICKNAME = filter
export VERILOG_FILES = /design/flow/design.v
export SDC_FILE = /design/flow/constraint.sdc
export NUM_CORES = 4
export LEC_CHECK = 1
export CORE_UTILIZATION = 40
### flow/constraint.sdc
current_design filter

set clk_period 12.7
set clk_io_pct 0.2

create_clock -name clk0 -period $clk_period [get_ports {clk}]

set non_clock_inputs [all_inputs -no_clocks]
set_input_delay [expr $clk_period * $clk_io_pct] -clock clk0 $non_clock_inputs
set_output_delay [expr $clk_period * $clk_io_pct] -clock clk0 [all_outputs]
### flow/design.v
`timescale 1 ns / 1 ns
module filter
               (
                clk,
                clk_enable,
                reset,
                filter_in,
                filter_out
                );
  input   clk; 
  input   clk_enable; 
  input   reset; 
  input   signed [15:0] filter_in;  
  output  signed [32:0] filter_out;  
  parameter signed [15:0] coeff1 = 16'b0000010001001100;  
  parameter signed [15:0] coeff2 = 16'b0000110100101011;  
  parameter signed [15:0] coeff3 = 16'b1111000111101101;  
  parameter signed [15:0] coeff4 = 16'b1100001000110100;  
  parameter signed [15:0] coeff5 = 16'b0000101101000011;  
  parameter signed [15:0] coeff6 = 16'b0101111011011110;  
  parameter signed [15:0] coeff7 = 16'b0000101101000011;  
  parameter signed [15:0] coeff8 = 16'b1100001000110100;  
  parameter signed [15:0] coeff9 = 16'b1111000111101101;  
  parameter signed [15:0] coeff10 = 16'b0000110100101011;  
  parameter signed [15:0] coeff11 = 16'b0000010001001100;  
  reg  signed [15:0] delay_pipeline [0:10] ;  
  wire signed [30:0] product11;  
  wire signed [31:0] mul_temp;  
  wire signed [30:0] product10;  
  wire signed [31:0] mul_temp_1;  
  wire signed [30:0] product9;  
  wire signed [31:0] mul_temp_2;  
  wire signed [30:0] product8;  
  wire signed [31:0] mul_temp_3;  
  wire signed [30:0] product7;  
  wire signed [31:0] mul_temp_4;  
  wire signed [30:0] product6;  
  wire signed [31:0] mul_temp_5;  
  wire signed [30:0] product5;  
  wire signed [31:0] mul_temp_6;  
  wire signed [30:0] product4;  
  wire signed [31:0] mul_temp_7;  
  wire signed [30:0] product3;  
  wire signed [31:0] mul_temp_8;  
  wire signed [30:0] product2;  
  wire signed [31:0] mul_temp_9;  
  wire signed [30:0] product1;  
  wire signed [31:0] mul_temp_10;  
  wire signed [32:0] sum_final;  
  wire signed [32:0] sum1_1;  
  wire signed [30:0] add_signext;  
  wire signed [30:0] add_signext_1;  
  wire signed [31:0] add_temp;  
  reg  signed [32:0] sumpipe1_1;  
  wire signed [32:0] sum1_2;  
  wire signed [30:0] add_signext_2;  
  wire signed [30:0] add_signext_3;  
  wire signed [31:0] add_temp_1;  
  reg  signed [32:0] sumpipe1_2;  
  wire signed [32:0] sum1_3;  
  wire signed [30:0] add_signext_4;  
  wire signed [30:0] add_signext_5;  
  wire signed [31:0] add_temp_2;  
  reg  signed [32:0] sumpipe1_3;  
  wire signed [32:0] sum1_4;  
  wire signed [30:0] add_signext_6;  
  wire signed [30:0] add_signext_7;  
  wire signed [31:0] add_temp_3;  
  reg  signed [32:0] sumpipe1_4;  
  wire signed [32:0] sum1_5;  
  wire signed [30:0] add_signext_8;  
  wire signed [30:0] add_signext_9;  
  wire signed [31:0] add_temp_4;  
  reg  signed [32:0] sumpipe1_5;  
  reg  signed [30:0] sumpipe1_6;  
  wire signed [32:0] sum2_1;  
  wire signed [32:0] add_signext_10;  
  wire signed [32:0] add_signext_11;  
  wire signed [33:0] add_temp_5;  
  reg  signed [32:0] sumpipe2_1;  
  wire signed [32:0] sum2_2;  
  wire signed [32:0] add_signext_12;  
  wire signed [32:0] add_signext_13;  
  wire signed [33:0] add_temp_6;  
  reg  signed [32:0] sumpipe2_2;  
  wire signed [32:0] sum2_3;  
  wire signed [32:0] add_signext_14;  
  wire signed [32:0] add_signext_15;  
  wire signed [33:0] add_temp_7;  
  reg  signed [32:0] sumpipe2_3;  
  wire signed [32:0] sum3_1;  
  wire signed [32:0] add_signext_16;  
  wire signed [32:0] add_signext_17;  
  wire signed [33:0] add_temp_8;  
  reg  signed [32:0] sumpipe3_1;  
  reg  signed [32:0] sumpipe3_2;  
  wire signed [32:0] sum4_1;  
  wire signed [32:0] add_signext_18;  
  wire signed [32:0] add_signext_19;  
  wire signed [33:0] add_temp_9;  
  reg  signed [32:0] sumpipe4_1;  
  reg  signed [32:0] output_register;  
  always @( posedge clk)
    begin: Delay_Pipeline_process
      if (reset == 1'b1) begin
        delay_pipeline[0] <= 0;
        delay_pipeline[1] <= 0;
        delay_pipeline[2] <= 0;
        delay_pipeline[3] <= 0;
        delay_pipeline[4] <= 0;
        delay_pipeline[5] <= 0;
        delay_pipeline[6] <= 0;
        delay_pipeline[7] <= 0;
        delay_pipeline[8] <= 0;
        delay_pipeline[9] <= 0;
        delay_pipeline[10] <= 0;
      end
      else begin
        if (clk_enable == 1'b1) begin
          delay_pipeline[0] <= filter_in;
          delay_pipeline[1] <= delay_pipeline[0];
          delay_pipeline[2] <= delay_pipeline[1];
          delay_pipeline[3] <= delay_pipeline[2];
          delay_pipeline[4] <= delay_pipeline[3];
          delay_pipeline[5] <= delay_pipeline[4];
          delay_pipeline[6] <= delay_pipeline[5];
          delay_pipeline[7] <= delay_pipeline[6];
          delay_pipeline[8] <= delay_pipeline[7];
          delay_pipeline[9] <= delay_pipeline[8];
          delay_pipeline[10] <= delay_pipeline[9];
        end
      end
    end  
  assign mul_temp = delay_pipeline[10] * coeff11;
  assign product11 = mul_temp[30:0];
  assign mul_temp_1 = delay_pipeline[9] * coeff10;
  assign product10 = mul_temp_1[30:0];
  assign mul_temp_2 = delay_pipeline[8] * coeff9;
  assign product9 = mul_temp_2[30:0];
  assign mul_temp_3 = delay_pipeline[7] * coeff8;
  assign product8 = mul_temp_3[30:0];
  assign mul_temp_4 = delay_pipeline[6] * coeff7;
  assign product7 = mul_temp_4[30:0];
  assign mul_temp_5 = delay_pipeline[5] * coeff6;
  assign product6 = mul_temp_5[30:0];
  assign mul_temp_6 = delay_pipeline[4] * coeff5;
  assign product5 = mul_temp_6[30:0];
  assign mul_temp_7 = delay_pipeline[3] * coeff4;
  assign product4 = mul_temp_7[30:0];
  assign mul_temp_8 = delay_pipeline[2] * coeff3;
  assign product3 = mul_temp_8[30:0];
  assign mul_temp_9 = delay_pipeline[1] * coeff2;
  assign product2 = mul_temp_9[30:0];
  assign mul_temp_10 = delay_pipeline[0] * coeff1;
  assign product1 = mul_temp_10[30:0];
  assign add_signext = product11;
  assign add_signext_1 = product10;
  assign add_temp = add_signext + add_signext_1;
  assign sum1_1 = $signed({{1{add_temp[31]}}, add_temp});
  assign add_signext_2 = product9;
  assign add_signext_3 = product8;
  assign add_temp_1 = add_signext_2 + add_signext_3;
  assign sum1_2 = $signed({{1{add_temp_1[31]}}, add_temp_1});
  assign add_signext_4 = product7;
  assign add_signext_5 = product6;
  assign add_temp_2 = add_signext_4 + add_signext_5;
  assign sum1_3 = $signed({{1{add_temp_2[31]}}, add_temp_2});
  assign add_signext_6 = product5;
  assign add_signext_7 = product4;
  assign add_temp_3 = add_signext_6 + add_signext_7;
  assign sum1_4 = $signed({{1{add_temp_3[31]}}, add_temp_3});
  assign add_signext_8 = product3;
  assign add_signext_9 = product2;
  assign add_temp_4 = add_signext_8 + add_signext_9;
  assign sum1_5 = $signed({{1{add_temp_4[31]}}, add_temp_4});
  always @ ( posedge clk)
    begin: temp_process1
      if (reset == 1'b1) begin
        sumpipe1_1 <= 0;
        sumpipe1_2 <= 0;
        sumpipe1_3 <= 0;
        sumpipe1_4 <= 0;
        sumpipe1_5 <= 0;
        sumpipe1_6 <= 0;
      end
      else begin
        if (clk_enable == 1'b1) begin
          sumpipe1_1 <= sum1_1;
          sumpipe1_2 <= sum1_2;
          sumpipe1_3 <= sum1_3;
          sumpipe1_4 <= sum1_4;
          sumpipe1_5 <= sum1_5;
          sumpipe1_6 <= product1;
        end
      end
    end  
  assign add_signext_10 = sumpipe1_1;
  assign add_signext_11 = sumpipe1_2;
  assign add_temp_5 = add_signext_10 + add_signext_11;
  assign sum2_1 = add_temp_5[32:0];
  assign add_signext_12 = sumpipe1_3;
  assign add_signext_13 = sumpipe1_4;
  assign add_temp_6 = add_signext_12 + add_signext_13;
  assign sum2_2 = add_temp_6[32:0];
  assign add_signext_14 = sumpipe1_5;
  assign add_signext_15 = $signed({{2{sumpipe1_6[30]}}, sumpipe1_6});
  assign add_temp_7 = add_signext_14 + add_signext_15;
  assign sum2_3 = add_temp_7[32:0];
  always @ ( posedge clk)
    begin: temp_process2
      if (reset == 1'b1) begin
        sumpipe2_1 <= 0;
        sumpipe2_2 <= 0;
        sumpipe2_3 <= 0;
      end
      else begin
        if (clk_enable == 1'b1) begin
          sumpipe2_1 <= sum2_1;
          sumpipe2_2 <= sum2_2;
          sumpipe2_3 <= sum2_3;
        end
      end
    end  
  assign add_signext_16 = sumpipe2_1;
  assign add_signext_17 = sumpipe2_2;
  assign add_temp_8 = add_signext_16 + add_signext_17;
  assign sum3_1 = add_temp_8[32:0];
  always @ ( posedge clk)
    begin: temp_process3
      if (reset == 1'b1) begin
        sumpipe3_1 <= 0;
        sumpipe3_2 <= 0;
      end
      else begin
        if (clk_enable == 1'b1) begin
          sumpipe3_1 <= sum3_1;
          sumpipe3_2 <= sumpipe2_3;
        end
      end
    end  
  assign add_signext_18 = sumpipe3_1;
  assign add_signext_19 = sumpipe3_2;
  assign add_temp_9 = add_signext_18 + add_signext_19;
  assign sum4_1 = add_temp_9[32:0];
  always @ ( posedge clk)
    begin: temp_process4
      if (reset == 1'b1) begin
        sumpipe4_1 <= 0;
      end
      else begin
        if (clk_enable == 1'b1) begin
          sumpipe4_1 <= sum4_1;
        end
      end
    end  
  assign sum_final = sumpipe4_1;
  always @ ( posedge clk)
    begin: Output_Register_process
      if (reset == 1'b1) begin
        output_register <= 0;
      end
      else begin
        if (clk_enable == 1'b1) begin
          output_register <= sum_final;
        end
      end
    end  
  assign filter_out = output_register;
endmodule   
### flow/run.sh
#!/bin/bash
# OpenROAD 26Q1-2900-gdf79404cd8, Yosys 0.63+post, stock flow scripts
make -C /OpenROAD-flow-scripts/flow DESIGN_CONFIG=/design/flow/config.mk WORK_HOME=/design/flow/orfs finish
==> results.toml <==
# synthesis and place-and-route metrics
[worst_setup_path]
critPathArrivalTime_ps = 10100
cpPeakStageDelay_ps = 520
worst-path-max-fanout = 7
cp-end-kind = "flop"
startpoint = "delay_pipeline[7][11]$_SDFFE_PP0P_"
crit_path_frequent_cell = "fa_1"
r2r_start = "delay_pipeline[7][11]$_SDFFE_PP0P_"
worstSetupPathType = "reg -> reg"
rr_worst_depth = 37
crit_slowest_cell = "fa_1"
r2r_end = "sumpipe1_2[31]$_SDFFE_PP0P_"
startpoint_type = "flop"
ff2ff_setup_slack_ps = 3190
critical_path_required_ps = 13300

[finish]
areaGrowthSynthToFinish_pct = 8.10
drive_gt1_share_pct = 2.72
num-fill-cells = 17400
ff_latch_area_um2 = 11600
design_area_um2 = 80200
combGateArea_um2 = 55000
postLayoutCoreUtil_pct = 43.7
fin_cells = 10700

[global_routing]
grt_pass1_wl_um = 282000
grt_use_total_pct = 19.9
overflow = 0
grt_max_degree = 130
grt_pass1_vias = 52500
antenna_found_initial = 6

[final_timing]
min_period_ps = 9510
hold_slack_ps = 460
fin_ws_ps = 3190
setup-tns-final_ps = 0
finalSetupViolCount = 0
slew_viol_final = 0
relSlewSlack_pct = 40.8
final-hold-violation-count = 0
timing.fmax_mhz = 105
worst_pin_slew_ps = 877
min_period_over_period_pct = 74.8
fin_skew_ps = 32.5
rsz0062_at_grt = "no"

[floorplan]
chipWidth_um = 433
die_area_um2 = 187000
io_pins = 52
core_um2 = 184000
initial_core_util_pct = 40.4
fp-row-count = 157
die_h_um = 433

[flow_run]
max-cap-violations = 0
tool_warnings = 103

[clocking]
clockRootBuffer = "clkbuf_16"
cts_buffer_depth = 3
clkLatencyLatePin_ps = 680
cts.repair.resized = 0
cts_buffers = 72
cts_tree = "yes"
postCtsSetupBuffers = 0
clock-sinks = 579
h-tree-depth = 3
clk_pin_slew_ps = 60
hold_buffers = 0

[detailed_routing]
vias = 52400
dr.first_iter.drc_count = 2390
drt-total-wl_um = 173000
wl_per_cell_um = 16.2
viasPerCell = 4.90
drt-pass1-iter-count = 6
drtAntennaViolNets = 0
drc = 0

[logic_synthesis]
synth_flops = 579
synth.area.top_cells = "fa_1 23%, ha_1 22%, dfxtp_1 16%"
synthTopCellsByCount = "1872 x inv_1, 1292 x ha_1, 859 x fa_1"
yosysMostFrequentCell = "inv_1"
ys_seq_share_pct = 15.6
avgSynthCellArea_um2 = 9.10
ys_area_um2 = 74200
top_area_share_pct = 23.2
syn_inst = 8153
yosysTopAreaCell = "fa_1"
synth-edff-count = 0
async_flop_share_pct = 0
ys_cells = 8153
synth_warnings = 2
synth_area_um2 = 74200
synth_cell_types = 79
ff_type = "dfxtp_1"

[min_path]
holdCritPathClass = "reg -> reg"
min_to = "sumpipe2_3[20]$_SDFFE_PP0P_"
whs_path_depth = 2
hp-start = "sumpipe2_3[20]$_SDFFE_PP0P_"

[placed_design]
dp_cells = 10600
io_buffers = 51
placed_area_um2 = 77700
place_ws_ps = 3210
gp_congestion = 0.931
dpl.hpwl_um = 142000

[power_and_ir_drop]
ir_worst_vdd_mv = 0.129
p_leak_nw = 42.8
total_power_mw = 5.80
power_density_nw_per_um2 = 72.3

[run_status]
status = "finished, final reports clean"
metal layers:
metal	vias up	GRT usage (%)	part of all wire, %
li1	26400	-	-
met1	24800	29.4	47
met2	966	29.9	44
met3	180	5.85	7.1
met4	10	3.39	2.2
met5	-	0.0520	0.029
registers in the layout, indices dropped and copies added, names as in the netlist, 29 cells and up:
register / cells
sumpipe4_1: 33
sumpipe1_3: 31
output_register: 33
sumpipe1_5: 30
sumpipe1_4: 31
sumpipe2_3: 31
sumpipe2_2: 33
sumpipe1_2: 30
delay_pipeline: 176
sumpipe3_2: 31
sumpipe3_1: 33
sumpipe2_1: 33
sumpipe1_1: 29
power breakdown:
part	internal [mW]	switching (mW)
registers	1.92	0.0845
clock network	1.25	0.917
logic	0.680	0.952
cell families after synthesis:
| logic type | Yosys count | share of synthesized area [%] |
|---|---|---|
| flops | 579 | 15.6 |
| buf+inv | 2033 | 10.3 |
| xor+xnor | 440 | 5.19 |
| fa+ha+maj | 2151 | 45.0 |
| compound gates | 1200 | 10.4 |
| mux | 419 | 5.66 |
| simple gates | 1331 | 7.87 |
worst max path at each step:
stage / end / cells past startpoint
finish: sumpipe1_2[31]$_SDFFE_PP0P_ / 37
global route: sumpipe1_2[31]$_SDFFE_PP0P_ / 37
CTS: sumpipe1_2[31]$_SDFFE_PP0P_ / 37
cells in the final DEF (no fill, tap or decap), types with 44 or more instances in the layout:
cell,n
a211oi_1,63
a21o_1,159
a21oi_1,348
a31oi_1,45
buf_4,55
clkbuf_16,72
clkdlybuf4s50_1,49
dfxtp_1,576
fa_1,859
ha_1,1292
inv_1,1872
mux2i_1,417
nand2_1,268
nand2b_1,50
nand3_1,72
nor2_1,674
nor2b_1,44
nor3_1,77
o21a_1,55
o21ai_0,256
o21bai_1,55
xnor2_1,296
xor2_1,144
critical path: cells and delay by family (launching register included):
| kind | cells | cell delay, ps |
|---|---|---|
| and+or+nand+nor | 6 | 1030 |
| buffers and inverters | 6 | 280 |
| adders and majority gates | 13 | 5160 |
| DFF | 1 | 500 |
| AOI/OAI and AO/OA | 10 | 2090 |
| xor gates and xnor gates | 2 | 390 |
area by class of cell:
type | instances | share of cell area (%)
Multi-Input combinational cell | 5541 | 68.6
Sequential cell | 579 | 14.5
Inverter | 1874 | 8.77
Tap cell | 2464 | 3.84
Clock buffer | 94 | 2.54
Timing Repair Buffer | 109 | 1.24
Clock inverter | 35 | 0.590
Antenna cell | 1 | 0.00312
Power is estimated from default activity; no workload was simulated.
